==> design/flow/design.v <==
module fifo #(parameter data_word_size_g = 8,
                        num_fifo_elements_g = 16,
                        reset_pol_g = 1'b0
            )( 
            input clk_i, rst_i, clk_en_i, r_en_i, w_en_i,
            input [data_word_size_g-1 : 0] w_data_i,
            output wire [data_word_size_g-1 : 0] r_data_o,
            output wire r_empty_o, w_full_o
            );
    reg [data_word_size_g-1 : 0] fifo_reg [num_fifo_elements_g-1 : 0];
    reg [num_fifo_elements_g-1 : 0] fifo_counter = {num_fifo_elements_g{1'b0}};
    reg [data_word_size_g-1 : 0] r_data_reg = 0;
    reg [$clog2(num_fifo_elements_g)-1 : 0] r_ptr = 0;
    reg [$clog2(num_fifo_elements_g)-1 : 0] w_ptr = 0;
    always @(posedge clk_i)
        if (rst_i == reset_pol_g) begin
            fifo_counter <= {num_fifo_elements_g{1'b0}};
            w_ptr  <= 0;
            r_ptr <= 0;
        end else if (clk_en_i == 1) begin
            if (w_en_i && ~w_full_o) begin
                fifo_reg[w_ptr] = w_data_i;
                fifo_counter = fifo_counter + 1;
                if (w_ptr == num_fifo_elements_g) 
                    w_ptr <= 0;
                else 
                    w_ptr <= w_ptr + 1;
            end
            if (r_en_i && ~r_empty_o) begin
                r_data_reg <= fifo_reg[r_ptr];
                fifo_counter <= fifo_counter - 1;
                if  (r_ptr == num_fifo_elements_g)
                    r_ptr <= 0;
                else  
                    r_ptr <= r_ptr + 1;
            end
        end
    assign r_data_o = r_data_reg;
	assign w_full_o = fifo_counter == num_fifo_elements_g ? 1'b1 : 1'b0; 
    assign r_empty_o = fifo_counter == 0 ? 1'b1 : 1'b0;
endmodule 
==> design/flow/run.sh <==
#!/bin/bash
# OpenROAD 26Q1-2900-gdf79404cd8, Yosys 0.63+post, stock flow scripts
make -C /OpenROAD-flow-scripts/flow DESIGN_CONFIG=/design/flow/config.mk WORK_HOME=/design/flow/orfs finish
==> design/flow/config.mk <==
export PLATFORM = sky130hd
export DESIGN_NAME = fifo
export DESIGN_NICKNAME = fifo
export VERILOG_FILES = /design/flow/design.v
export SDC_FILE = /design/flow/constraint.sdc
export NUM_CORES = 4
export LEC_CHECK = 1
export CORE_UTILIZATION = 40
==> design/flow/constraint.sdc <==
current_design fifo

set clk_period 13.3
set clk_io_pct 0.2

create_clock -name clk0 -period $clk_period [get_ports {clk_i}]

set non_clock_inputs [all_inputs -no_clocks]
set_input_delay [expr $clk_period * $clk_io_pct] -clock clk0 $non_clock_inputs
set_output_delay [expr $clk_period * $clk_io_pct] -clock clk0 [all_outputs]
==> results_slide.txt <==
Run Summary

Drt
  • DRC Markers: 0
  • Routed WL: 22.1 mm
  • Post-route ant nets: 0
  • Avg WL per Cell: about 22 µm
  • Iteration-0 DRC Markers: 383
  • ANT cells: 0
  • Via density: 5.91
  • Drt pass-1 iters: 6
  • Via count: around 6,000

Global routing
  • M1 GR Usage: 29.3%
  • Busiest layer in global routing: met2
  • Total gr overflow: 0
  • Grt met2 use: between 30% and 40%
  • Initial antenna violation count: 0
  • Vias in the first global route: 5,969
  • GR Util All Layers: 21.4%
  • Largest net degree at the start of global routing: around 46
  • M3 GR Usage: 10.1%
  • Global-route wire length before repair: 34.3 mm

Yosys
  • Seq cells post-synth: 160
  • Number of synthesized flops with an enable pin: between 100 and 150
  • Async set-reset flop share out of synthesis: 0%
  • # Cells Yosys: about 730
  • Netlist cell types: 73
  • Mapped Area: 8860 µm²
  • Synth Instances: between 700 and 800
  • Syn_area_per_cell: 12.2 µm²
  • Yosys chip area: 8860 µm²
  • Most common reg cell: edfxtp_1
  • Sequential share of the synthesized area: 51.5%
  • Synthesis Warnings: 2

Worst hold path
  • Hold endpoint: fifo_counter[14]
  • Worst Hold Path Cells: 2
  • Worst Hold Class: flip-flop to flip-flop
  • Hold Path Origin: fifo_counter[14]

Critical path
  • FF-to-FF End: r_data_reg[3]
  • Max incr delay on CP: 0.71 ns
  • R2r setup slk: 9.59 ns
  • Element type at the critical path start: input pin
  • Worst path slowest cell: nor3_2
  • Critical Path AT: 5.68 ns
  • Crit. End Element: flip-flop
  • Crit path kind: input pin to flip-flop
  • Crit Path Max Fanout: 10
  • Reg2reg start: fifo_counter[0]
  • Cell Chain, Critical Path: clkdlybuf4s50_1 -> inv_1 -> nor2_1 -> o21ai_0 -> nor3_2 -> mux2_4 -> a22o_1 -> a211o_1 -> o32a_1
  • Required @ worst endpoint: about 13 ns
  • Path depth of the worst reg2reg path: 10
  • Critical Path Start: w_en_i

Floorplanning
  • Row cnt: around 54
  • DIE AREA: 22,700 µm²
  • Die span in x: 151 µm
  • Core area: 21,800 µm²
  • Floorplan utilization: 40.7%
  • Overall die height: 151 µm
  • I/O pin cnt: 23

Final timing
  • Final setup violation count: 0
  • Skew final: 0.0106 ns
  • Fmax: between 150 and 200 MHz
  • Fin. Hold Viols: 0
  • Fin worst setup slack: ~8 ns
  • Setup total negative slack: 0 ns
  • RSZ-0062 raised after global routing: no
  • Fin. max-slew vios: 0
  • Worst hold margin: 0.549 ns
  • Slew margin rel.: 33.7%
  • Fin crit period: 5.50 ns
  • Worst Max-Slew Pin Slew: 0.989 ns
  • Final worst path period share: 41.4%

CTS
  • Clk latency of the worst-skew pair: 0.42 ns
  • Max clock buf depth: 2
  • Post_cts resized: 0
  • Root Driver: clkbuf_16
  • Inserted Clock Buffers: 17
  • H-tree depth: 4
  • CTS sink count: 160
  • CTS tree: built
  • Clock Pin Slew Worst Setup and Hold Paths: about 0.070 ns
  • Setup repair bufs after CTS: 0
  • Post-CTS Hold Buffers: 0

Finish
  • Layout cells sized above 1: around a quarter
  • Syn-to-layout area delta: 10.8%
  • Commonest Layout Cell: edfxtp_1
  • Max FFs per register: about 130
  • Final Instance Count excl. Fillers: roughly 1,000
  • Most instantiated logic cells after routing: edfxtp_1 (136), mux2_2 (122), nand2_1 (48)

Status
  • Status: completed

Power and ir drop
  • P_leak: 3.31 nW
  • Pwr dens: between 150 and 200 nW/µm²
  • Total Power: 1.60 mW
  • Worst-case vdd ir drop: 94.9 µV

Placed design
  • Placed cells: 983
  • I/O Buffers: 22
  • Post-Place Worst Slack: 7.38 ns
  • Post-DP HPWL: 14.5 mm
  • Routability cong.: roughly 0.91

Job
  • Max-cap violations: 0
  • OpenROAD warning count: 32
==> worst max-delay path: cells and delay by family <==
kind                   cells  cell delay (ns)
and+or+nand+nor            2             0.90
muxes                      1             0.37
AOI/OAI and AO/OA          4             0.95
buffers and inverters      2             0.81
==> synth_stat cells, drive strengths merged (3+ instances only) <==
library cell,number,share of area [%]
nor2,26,1.1
nand3,14,0.79
buf,13,1.1
and2,22,1.6
a31oi,6,0.42
and4,6,0.61
inv,17,0.72
edfxtp,136,46
a211o,6,0.59
a32oi,17,1.7
nand2b,6,0.42
nand2,48,2.0
o32a,3,0.34
a21oi,9,0.51
and3,9,0.65
clkbuf,41,1.8
mux2,126,16
or4,4,0.38
o21ai,18,1.1
or3,8,0.56
dfxtp,24,5.4
xnor2,14,1.4
nand4,14,1.2
ha,11,1.6
mux2i,14,1.6
nor2b,9,0.64
nor3,23,1.8
nand3b,3,0.25
a22oi,35,3.0
xor2,6,0.59
==> power by group <==
group | switching [mW] | internal [mW] | total (mW) | leakage [nW]
clock | 0.213 | 0.282 | 0.496 | 0.292
sequential | 0.0466 | 0.604 | 0.650 | 1.47
combinational | 0.248 | 0.205 | 0.453 | 1.55
==> logic make-up after synthesis <==
| kind of cell | share of synthesized area (%) |
|---|---|
| AND/OR/NAND/NOR | 13.1 |
| flip-flops | 51.5 |
| multiplexers | 17.8 |
| AND-OR/OR-AND | 10.4 |
| buffers and inverters | 3.69 |
| XOR/XNOR | 1.98 |
| adder cells (fa/ha/maj) | 1.55 |
==> per-layer routing <==
layer  vias up  wire (µm)  share of wire (%)
met5         -          0                  0
met4         0        774                3.5
met3        42       2430                 11
met2       275       9840                 45
met1      2901       9060                 41
li1       2782          -                  -
==> layout make-up <==
type	count	area, µm²
Clock inverter	13	153
Inverter	17	66.3
Sequential cell	160	4560
Multi-Input combinational cell	496	3970
Clock buffer	19	433
Timing Repair Buffer	30	280
Fill cell	1920	11900
Tap cell	280	350
==> worst max path at each step <==
stage,endpoint,slack (ns),depth (start not counted)
finish,r_data_reg[1],7.80,9
global route,r_data_reg[3],7.63,9
CTS,r_data_reg[3],7.82,8
==> through the flow <==
step / area (µm²) / utilization (%)
2_1_floorplan: 8860 / -
3_3_place_gp: 9230 / 42.4
3_5_place_dp: 9230 / 42.4
4_1_cts: 9820 / 45.1
5_1_grt: 9820 / 45.1
6_report: 9820 / 45.1
Power figures rest on the tool's default switching activity, not on a simulated workload.
